**design/flow/constraint.sdc**
```tcl
current_design sdio_txrx_cmd

set clk_period 7.7
set clk_io_pct 0.2

create_clock -name clk0 -period $clk_period [get_ports {clk_i}]

set non_clock_inputs [all_inputs -no_clocks]
set_input_delay [expr $clk_period * $clk_io_pct] -clock clk0 $non_clock_inputs
set_output_delay [expr $clk_period * $clk_io_pct] -clock clk0 [all_outputs]
```
**design/flow/config.mk**
```make
export PLATFORM = sky130hd
export DESIGN_NAME = sdio_txrx_cmd
export DESIGN_NICKNAME = sdio_txrx_cmd
export VERILOG_FILES = /design/flow/design.v
export SDC_FILE = /design/flow/constraint.sdc
export NUM_CORES = 4
export LEC_CHECK = 1
export CORE_UTILIZATION = 50
```
**design/flow/design.v**
```verilog
package sdio_pkg;
	typedef struct packed {
		logic        sdclk_out;
		logic        sdcmd_out;
    logic        sdcmd_oen;
    logic [3:0]  sddata_out;
    logic [3:0]  sddata_oen;
	} sdio_to_pad_t;
	typedef struct packed {
    logic        sdcmd_in;
		logic [3:0]  sddata_in;
	} pad_to_sdio_t;
endpackage
module sdio_crc7
(
    input  logic	                       clk_i,
    input  logic                         rstn_i,
    output logic                   [6:0] crc7_o,
    output logic                         crc7_serial_o,
    input  logic                         data_i,
    input  logic                         shift_i,
    input  logic                         clr_i,
    input  logic                         sample_i
  );
    logic [6:0] r_crc;
    logic [6:0] s_crc;
    assign crc7_o = r_crc;
    assign crc7_serial_o = r_crc[6];
    always_comb
    begin
      s_crc = r_crc;
      if(sample_i)
      begin
        s_crc[0] = data_i ^ r_crc[6];
        s_crc[1] = r_crc[0];
        s_crc[2] = r_crc[1];
        s_crc[3] = r_crc[2] ^ s_crc[0];
        s_crc[4] = r_crc[3];
        s_crc[5] = r_crc[4];
        s_crc[6] = r_crc[5];
      end
      else if(clr_i)
        s_crc = 7'h0;
      else if(shift_i)
        s_crc = {r_crc[5:0],1'b0};
    end
    always_ff @(posedge clk_i or negedge rstn_i) 
    begin : ff_addr
      if(~rstn_i) begin
        r_crc  <=  '0;
      end else 
      begin
        if(sample_i || clr_i || shift_i)
          r_crc <= s_crc;
      end
    end
endmodule
module sdio_txrx_cmd
(
    input  logic         clk_i,
    input  logic         rstn_i,
    input  logic         clr_stat_i,
    input  logic         cmd_start_i,
    input  logic   [5:0] cmd_op_i,
    input  logic  [31:0] cmd_arg_i,
    input  logic   [2:0] cmd_rsp_type_i,
    output logic [127:0] rsp_data_o,
    input  logic         busy_i,
    output logic         start_write_o,
    output logic         start_read_o,
    output logic         eot_o,
    output logic   [5:0] status_o,
    output logic         sdclk_en_o,
    input  logic         sdcmd_i,
    output logic         sdcmd_o,
    output logic         sdcmd_oen_o
  );
  localparam STATUS_RSP_TIMEOUT      = 6'b000001;
  localparam STATUS_RSP_WRONG_DIR    = 6'b000010;
  localparam STATUS_RSP_BUSY_TIMEOUT = 6'b000100;
  localparam RSP_TYPE_NULL        = 3'b000;
  localparam RSP_TYPE_48_CRC      = 3'b001;
  localparam RSP_TYPE_48_NOCRC    = 3'b010;
  localparam RSP_TYPE_136         = 3'b011;
  localparam RSP_TYPE_48_BSY      = 3'b100;
    enum logic [3:0] {ST_IDLE,
                      ST_WAIT,
                      ST_WAIT_BUSY,
                      ST_TX_START,
                      ST_TX_STOP,
                      ST_TX_DIR,
                      ST_TX_SHIFT,
                      ST_TX_CRC,
                      ST_RX_START,
                      ST_RX_STOP,
                      ST_RX_DIR,
                      ST_RX_SHIFT,
                      ST_RX_CRC} s_state,r_state;
    logic [6:0] s_crc;
    logic       s_crc_in;
    logic       s_crc_out;
    logic       s_crc_en;
    logic       s_crc_clr;
    logic       s_crc_shift;
    logic       s_crc_intx;
    logic       s_clk_en;
    logic [37:0] r_cmd;
    logic [135:0] r_rsp;
    logic       s_rsp_en;
    logic [7:0] s_rsp_len;
    logic       s_rsp_crc;
    logic       s_rsp_bsy;
    logic       s_eot;
    logic       s_sdcmd;
    logic       s_sdcmd_oen;
    logic       r_sdcmd;
    logic       r_sdcmd_oen;
    logic       s_shift_cmd;
    logic       s_shift_resp;
    logic       s_start_write;
    logic       s_start_read;
    logic       s_cnt_start;
    logic       s_cnt_done;
    logic [7:0] s_cnt_target;
    logic [7:0] r_cnt;
    logic       r_cnt_running;
    logic [5:0] s_status;
    logic [5:0] r_status;
    logic       s_status_sample;
    assign s_crc_in    = s_crc_intx ? sdcmd_i : s_sdcmd;
    assign sdcmd_o     = r_sdcmd;
    assign sdcmd_oen_o = r_sdcmd_oen;
    assign eot_o       = s_eot;
    assign sdclk_en_o  = s_clk_en;
    assign rsp_data_o  = r_rsp[127:0];
    assign start_write_o = s_start_write;
    assign start_read_o  = s_start_read;
    assign status_o = r_status;
  sdio_crc7 i_cmd_crc (
    .clk_i        ( clk_i  ),
    .rstn_i       ( rstn_i ),
    .crc7_o       ( s_crc  ),
    .crc7_serial_o( s_crc_out   ),
    .data_i       ( s_crc_in    ),
    .shift_i      ( s_crc_shift ),
    .clr_i        ( s_crc_clr   ),
    .sample_i     ( s_crc_en    )
  );
    always_comb 
    begin
      s_rsp_en  = 1'b0;
      s_rsp_crc = 1'b0;
      s_rsp_len = 8'hFF;
      s_rsp_bsy = 1'b0;
      case(cmd_rsp_type_i)
        RSP_TYPE_48_CRC:
        begin
          s_rsp_en = 1'b1;
          s_rsp_crc = 1'b1;
          s_rsp_len = 8'd37;
        end
        RSP_TYPE_48_BSY:
        begin
          s_rsp_en = 1'b1;
          s_rsp_crc = 1'b1;
          s_rsp_len = 8'd37;
          s_rsp_bsy = 1'b1;
        end
        RSP_TYPE_48_NOCRC:
        begin
          s_rsp_en = 1'b1;
          s_rsp_crc = 1'b0;
          s_rsp_len = 8'd37;
        end
        RSP_TYPE_136:
        begin
          s_rsp_en = 1'b1;
          s_rsp_crc = 1'b0;
          s_rsp_len = 8'd133;
        end
      endcase
    end
    always_comb
    begin
      s_sdcmd      = 1'b1;
      s_sdcmd_oen  = 1'b1;
      s_state      = r_state;
      s_shift_cmd  = 1'b0;
      s_shift_resp = 1'b0;
      s_crc_shift  = 1'b0;
      s_crc_en     = 1'b0;
      s_crc_intx   = 1'b0;  
      s_cnt_start  = 1'b0;
      s_cnt_target = 8'h0;
      s_status     = 'h0;
      s_status_sample = 1'b0;
      s_eot        = 1'b0;
      s_crc_clr    = 1'b0;
      s_clk_en     = 1'b1;
      s_start_write = 1'b0;
      s_start_read  = 1'b0;
      case(r_state)
        ST_IDLE:
        begin
          s_clk_en = 1'b0;
          if(cmd_start_i)
          begin
            s_status_sample = 1'b1;  
            s_state = ST_TX_START;
            s_clk_en = 1'b1;
          end
        end
        ST_TX_START:
        begin
          s_sdcmd = 1'b0;       
          s_sdcmd_oen  = 1'b0;  
          s_crc_clr = 1'b1;
          s_state = ST_TX_DIR;
        end
        ST_TX_DIR:
        begin
          s_sdcmd = 1'b1;       
          s_sdcmd_oen  = 1'b0;  
          s_crc_en = 1'b1;      
          s_cnt_start = 1'b1;   
          s_cnt_target = 8'd37; 
          s_state = ST_TX_SHIFT;
        end
        ST_TX_SHIFT:
        begin
          s_sdcmd = r_cmd[37];  
          s_sdcmd_oen  = 1'b0;  
          s_shift_cmd  = 1'b1;  
          s_crc_en = 1'b1;      
          if(s_cnt_done)
          begin
            s_state = ST_TX_CRC;
            s_cnt_start = 1'b1;   
            s_cnt_target = 8'd6; 
          end
        end
        ST_TX_CRC:
        begin
          s_sdcmd = s_crc_out;   
          s_sdcmd_oen  = 1'b0;  
          s_crc_shift  = 1'b1;  
          s_crc_en     = 1'b1;  
          if(s_cnt_done)
          begin
            s_state = ST_TX_STOP;
          end
        end
        ST_TX_STOP:
        begin
          s_sdcmd = 1'b1;       
          s_sdcmd_oen  = 1'b0;  
          s_start_read = 1'b1; 
          if(s_rsp_en)
          begin
            s_cnt_start = 1'b1;   
            s_cnt_target = 8'd37; 
            s_sdcmd_oen = 1'b1;
            s_state = ST_RX_START;
          end
          else
          begin
            s_cnt_start = 1'b1;   
            s_cnt_target = 8'd7;  
            s_state = ST_WAIT;
          end
        end
        ST_RX_START:
        begin
          s_sdcmd_oen = 1'b1;
          if(!sdcmd_i)
            s_state = ST_RX_DIR;
          else if(s_cnt_done)
          begin
            s_status = r_status | STATUS_RSP_TIMEOUT;
            s_status_sample = 1'b1;
            s_state = ST_IDLE;
          end
        end
        ST_RX_DIR:
        begin
          s_sdcmd_oen = 1'b1;
          if(!sdcmd_i)
          begin
            s_cnt_start = 1'b1;       
            s_cnt_target = s_rsp_len;  
            s_state = ST_RX_SHIFT;
          end
          else 
          begin
            s_status = r_status | STATUS_RSP_WRONG_DIR;
            s_status_sample = 1'b1;
            s_state = ST_IDLE;
          end
        end
        ST_RX_SHIFT:
        begin
          s_sdcmd_oen = 1'b1;
          s_shift_resp  = 1'b1;  
          s_crc_en = 1'b1;       
          if(s_cnt_done)
          begin
            if(s_rsp_crc)
            begin
              s_state = ST_RX_CRC;
              s_cnt_start = 1'b1;   
              s_cnt_target = 8'd7; 
            end
            else
            begin
              if (s_rsp_bsy)
              begin
                s_cnt_start  = 1'b1;   
                s_cnt_target = 8'hFF;  
                s_state      = ST_WAIT_BUSY;
              end
              else
              begin
                s_cnt_start  = 1'b1;  
                s_cnt_target = 8'd7;  
                s_state      = ST_WAIT;
              end
            end
          end
        end
        ST_RX_CRC:
        begin
          s_sdcmd_oen = 1'b1;
          if(s_cnt_done)
          begin
            s_cnt_start  = 1'b1;  
            s_cnt_target = 8'd7;  
            s_state      = ST_WAIT;
          end
        end
        ST_WAIT_BUSY:
        begin
          s_sdcmd_oen = 1'b1;
          if(!busy_i)
          begin
            s_cnt_start  = 1'b1;  
            s_cnt_target = 8'd7;  
            s_state      = ST_WAIT;
          end
          else if(s_cnt_done)
          begin
            s_status = r_status | STATUS_RSP_BUSY_TIMEOUT;
            s_status_sample = 1'b1;
            s_cnt_start  = 1'b1;  
            s_cnt_target = 8'd7;  
            s_state      = ST_WAIT;
          end
        end
        ST_WAIT:
        begin
          if(s_cnt_done)
          begin
            s_eot   = 1'b1;
            s_start_write = 1'b1;
            s_state = ST_IDLE;
          end
        end
      endcase
    end
    assign s_cnt_done = (r_cnt == 0);
    always_ff @(posedge clk_i or negedge rstn_i) begin : proc_r_cnt
      if(~rstn_i) begin
        r_cnt <= 8'hFF;
        r_cnt_running <= 0;
      end else begin
        if(s_cnt_start)
        begin
          r_cnt <= s_cnt_target;
          r_cnt_running <= 1'b1;
        end
        else if(s_cnt_done)
        begin
          r_cnt <= 8'hFF;
          r_cnt_running <= 1'b0;
        end
        else if(r_cnt_running)
        begin
          r_cnt <= r_cnt - 1;
        end
      end
    end
    always_ff @(posedge clk_i or negedge rstn_i) 
    begin : ff_addr
      if(~rstn_i) begin
        r_state  <=  ST_IDLE;
        r_status <=  'h0;
        r_rsp   <=  'h0;
        r_cmd    <=  'h0;
      end else 
      begin
        if(clr_stat_i)
        begin
          r_state  <= ST_IDLE;
          r_status <= 'h0;
          r_rsp   <=  'h0;
          r_cmd    <=  'h0;
        end
        else
        begin 
          r_state <= s_state;
          if(s_status_sample)
            r_status <= s_status;
          if(cmd_start_i)
            r_cmd <= {cmd_op_i,cmd_arg_i};
          else if(s_shift_cmd)
            r_cmd <= {r_cmd[36:0],1'b0};
          if(s_shift_resp)
            r_rsp <= {r_rsp[134:0],sdcmd_i};
        end
      end
    end
    always_ff @(negedge clk_i or negedge rstn_i) begin : proc_sdcmd
      if(~rstn_i) begin
        r_sdcmd     <= 1'b1;
        r_sdcmd_oen <= 1'b1;
      end else begin
        r_sdcmd     <= s_sdcmd;
        r_sdcmd_oen <= s_sdcmd_oen;
      end
    end
endmodule
```
**design/flow/run.sh**
```bash
#!/bin/bash
# OpenROAD 26Q1-2900-gdf79404cd8, Yosys 0.63+post, stock flow scripts
make -C /OpenROAD-flow-scripts/flow DESIGN_CONFIG=/design/flow/config.mk WORK_HOME=/design/flow/orfs finish
```
==> PnR_summary.wiki <==
== Metrics ==
{| class="wikitable"
! Metric !! Value
|-
| Yosys warnings || 2
|-
| Post-Synthesis Mean Instance Area || 10.8 um2
|-
| Post-cts hold buffer count || 0
|-
| Proportion of netlist area held by the largest area contributor || 0.531
|-
| Worst slack at placement || 0.890 ns
|-
| Slowest library cell on the worst path || dfstp_2
|-
| Root cell of the clock tree || clkbuf_16
|-
| Number of clock buffers inserted by TritonCTS || 17
|-
| Global placement routability congestion || 0.822
|-
| Util after Layout || 0.663
|-
| Count of cell types in the netlist || 55
|-
| Most used flip-flop cell after synthesis || dfrtp_1
|-
| Mean number of vias per cell || 5.23
|-
| Residual overflow from global routing || 0
|-
| Family of cells with the greatest summed delay on the critical path || flip-flops
|-
| Global-route wire length before repair || 30.6 mm
|-
| Setup TNS || 0 ns
|-
| Synthesized area || 8870 um2
|-
| Least-Margin Pin Slew || 0.794 ns
|-
| Hold violation count in the final report || 0
|-
| Gate Count Post-Synth || 819
|-
| Starting DRC count in detailed routing || 324
|-
| Count of instantiated cells in the yosys netlist || 819
|-
| First-pass DRT Iterations || 7
|-
| Worst skew pair latency || 0.44 ns
|-
| Proportion of synthesized flip-flops having asynchronous set or reset || 1.00
|-
| Critical path, cell by cell || clkdlybuf4s50_1
|-
| Number of primary I/O pins || 187
|-
| Top-count cell post-synth || nor2_1
|-
| Pin count of the biggest net entering global routing || 100
|-
| Vias in the first global route || 6010
|-
| Maximum resistive drop on vdd || 0.183 mV
|-
| Post-route non-filler standard cell count || 1211
|-
| Switching Power || 550 uW
|-
| Largest cells by area || dfrtp_1, mux2i_1, nor2_1, dfstp_2, a21oi_1
|-
| Power share of the sequential group || 0.474
|-
| Outcome || complete, no violations
|-
| Met2 Track Usage GR || 0.307
|-
| Met1 global-route usage || 0.361
|-
| Final routed DRC violation total || 0
|-
| Leakage power summed over all cells || 0.00472 uW
|-
| Required time of the worst setup path || 6.16 ns
|-
| Area grow syn2layout || 29.3%
|-
| Initial antenna violation count || 0
|-
| Met3 demand-to-capacity share in global routing || 0.0710
|-
| DIE WIDTH || 135 um
|-
| GRT busiest layer || met1
|-
| Overall global routing resource usage || 0.219
|-
| Count of final max-slew check failures || 0
|-
| H-tree levels || 4
|-
| Arrival @ worst endpoint || 5.25 ns
|-
| Hpwl dp || 11.6 mm
|-
| Slew HR || 0.471
|-
| WL per Instance || 15.6 um
|-
| RSZ-0062 raised after global routing || false
|-
| Share of synthesized area occupied by flip-flops and latches || 0.563
|-
| Number of max-cap violations || 0
|-
| Number of setup violations in the final report || 0
|-
| Synth cell count leaders || nor2_1, dfrtp_1, mux2i_1
|-
| Yosys synthesis chip area || 8870 um2
|-
| Total number of warnings across the stage logs || 28
|-
| Crit path capture type || primary output
|-
| Clock tree from TritonCTS || done
|-
| Maximum clock path buffer count || 2
|-
| Number of inserted diodes || 0
|-
| Post-synth tally of flip-flops with integrated enable || 0
|-
| Drt total wl || 18.9 mm
|-
| Total placed cells including tap cells || 1178
|-
| Row count || 48
|-
| Init Core Util || 0.513
|-
| CP peak stage delay || 0.51 ns
|-
| Fraction of layout instances using a drive strength above 1 || 0.0700
|-
| Number of buffers and inverters on the critical path || 1
|-
| Switching share of total power || 0.227
|-
| Int Power || 1870 uW
|-
| Crit-path max FO || 1
|-
| Tally of filler cells in the layout || 1245
|-
| Clock transition time at the flip-flop clock pins of the worst setup and hold paths || 0.07 ns
|-
| Standard cell core area || 17300 um2
|-
| Post-layout worst setup margin || 0.908 ns
|-
| Tot Pwr || 2420 uW
|-
| Synthesized registers || 199
|-
| Overall chip area || 18300 um2
|-
| Combinational group share of total power || 0.093
|-
| Vias || 6328
|-
| Post CTS Setup Buffer Count || 0
|-
| Yosys top cell by area || dfrtp_1
|-
| Number of nets still failing antenna checks after routing || 0
|-
| Tally of buffers added on design ports || 183
|-
| Startpoint kind of the worst setup timing path || flop
|-
| Worst hold-check path type || reg2reg
|-
| Post-Route Skew || 0.0257 ns
|-
| Number of clock sinks || 199
|-
| Pwr/cell area || 211 nW/um2
|-
| Overall die height || 135 um
|-
| WS Path Type || reg2out
|-
| Number of gates given a new drive strength after cts || 0
|-
| Clk network pwr share || 0.433
|}
-- per-layer routing --
| layer | part of all wire | up-vias |
|---|---|---|
| li1 | - | 3083 |
| met3 | 0.077 | 14 |
| met4 | 0.015 | 0 |
| met5 | 0 | - |
| met1 | 0.46 | 3084 |
| met2 | 0.45 | 147 |
-- registers in the layout, summed over array words and instances, names as in the netlist --
signal	cells
r_status	3
i_cmd_crc.r_crc	7
r_state	12
r_cnt_running	1
r_rsp	128
r_sdcmd	1
r_cmd	38
r_cnt	8
r_sdcmd_oen	1
-- layout by cell type, fill, tap and decap left out, drive strengths merged, types with 2 or more instances in the layout --
master,count
a21oi,55
a221oi,2
a22oi,2
a31oi,4
and2,5
and3,3
buf,10
bufinv,7
clkbuf,21
clkdlybuf4s50,180
clkinvlp,2
conb,3
dfrtp,188
dfstp,11
inv,10
mux2i,165
nand2,30
nand2b,3
nand3,5
nand3b,7
nor2,214
nor2b,4
nor3,6
nor3b,2
nor4,4
o211ai,4
o21ai,12
or3,2
or4,4
xnor2,3
xor2,4
-- power by group through the flow --
stage	registers, uW	logic [uW]	clock network (uW)
finish	1150	225	1050
global route	1150	253	1110
CTS	1150	228	1070
-- logic make-up after synthesis --
logic type | after synthesis | synth area share
buf+inv | 66 | 0.0377
simple gates | 292 | 0.145
other cells | 1 | 0.000423
compound gates | 88 | 0.0586
xor+xnor | 7 | 0.00692
fa+ha+maj | 1 | 0.00141
flops | 199 | 0.563
mux | 165 | 0.186
-- layout make-up --
cell class	instances	area [um2]	share of cell area
tap	225	282	0.0246
clock buffer	20	467	0.0407
clock inverter	14	250	0.0218
sequential	199	5000	0.436
timing repair buffer	191	1900	0.166
inverter	6	22.5	0.00196
multi-input combinational	556	3550	0.309
-- path summary, 6_finish.rpt --
kind	end	cells after the start	slack (ns)	from
worst max-delay path	sdcmd_o	1	0.91	r_sdcmd
worst min-delay path	i_cmd_crc.r_crc[4]	2	0.47	i_cmd_crc.r_crc[3]
worst max register to register	r_sdcmd_oen	3	2.36	r_state[6]
worst min register to register	i_cmd_crc.r_crc[4]	2	0.47	i_cmd_crc.r_crc[3]
max in group asynchronous	r_sdcmd_oen	1	2.26	rstn_i
min in group asynchronous	r_cnt_running	1	1.16	rstn_i
-- stage by stage --
| step | cell area (um2) | hold WS [ns] |
|---|---|---|
| after floorplan | 8870 | 0.439 |
| after global placement | 10800 | 0.449 |
| after detailed placement | 10800 | 0.459 |
| after CTS | 11500 | 0.476 |
| after global routing | 11500 | 0.485 |
| final | 11500 | 0.474 |
Power figures rest on the tool's default switching activity, not on a simulated workload.
